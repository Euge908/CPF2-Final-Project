==> ./design.v <==
`timescale 1ns / 1ps
module timeToMili(
    input [21:0] inputMinutes,inputHours,inputSec,inputMili,
    output [64:0] outputMili  
    );
    assign outputMili =  (inputHours*22'b1101101110111010000000) 
     + (inputMinutes*16'b1110101001100000) 
     + (inputSec*10'b1111101000) 
     + inputMili;
endmodule
==> ./run.sh <==
#!/bin/bash
# OpenROAD 26Q1-2900-gdf79404cd8, Yosys 0.63+post, stock flow scripts
make -C /OpenROAD-flow-scripts/flow DESIGN_CONFIG=/design/flow/config.mk WORK_HOME=/design/flow/orfs finish
==> ./config.mk <==
export PLATFORM = sky130hd
export DESIGN_NAME = timeToMili
export DESIGN_NICKNAME = timeToMili
export VERILOG_FILES = /design/flow/design.v
export SDC_FILE = /design/flow/constraint.sdc
export NUM_CORES = 4
export LEC_CHECK = 1
export CORE_UTILIZATION = 40
==> ./constraint.sdc <==
current_design timeToMili

set clk_period 32.1
set clk_io_pct 0.2

create_clock -name clk0 -period $clk_period

set non_clock_inputs [all_inputs -no_clocks]
set_input_delay [expr $clk_period * $clk_io_pct] -clock clk0 $non_clock_inputs
set_output_delay [expr $clk_period * $clk_io_pct] -clock clk0 [all_outputs]
==> qor.csv <==
stage,metric,value,unit
timing,finalCriticalPeriod,21.97,ns
drt,first_pass_iters,6,
placement,dp_cells,2630,
floorplan,rows,78,
floorplan,fp-utilization,0.4043,
job,maxCapViolations,0,
drt,avgViaCountPerCell,4.998,
drt,drc,0,
synthesis,ys_cells,1921,
timing,worst_slew_pin_slew,0.6857,ns
cells_and_area,nClkBuffers,0,
hold_path,whs_path_depth,0,
setup_path,crit_type,input pin to output port,
setup_path,required,25.68,ns
setup_path,cp_max_fo,8,
hold_path,min_path_type,input pin to output port,
global_route,grt-ovfl-total,0,
floorplan,die_height,215.9,um
timing,timing.fmax,45.52,MHz
synthesis,avgSynthCellArea,9.530,sq um
hold_path,hold_end,outputMili[0],
timing,rsz0062_at_grt,no,
drt,vias,13160,
drt,routed.top_layer,met5,
floorplan,ios,153,
timing,fin_setup_tns,0,ns
global_route,grt_pass1_wl,67.55,mm
cells_and_area,syn2layout_area_growth,10.24,%
clocking,post_cts_buffers,0,
cells_and_area,flop-count,0,
cells_and_area,flop_area,0,sq um
drt,antenna_left,0,
timing,slew_viol_final,0,
run_status,status,completed,
floorplan,die-area,46630,sq um
synthesis,netlist_instances,1921,
clocking,post_cts_resized,0,
setup_path,startpoint_type,input pin,
synthesis,yosysChipArea,18310,sq um
synthesis,yosys_warnings,0,
synthesis,netlist_area,18310,sq um
drt,drt_iter0_markers,667,
placement,gp_congestion,0.9397,
setup_path,crit_path_top_delay_cell,clkdlybuf4s50_1,
floorplan,die_w,215.9,um
job,warnings,40,
placement,post-dp-hpwl,36.43,mm
synthesis,seq_area_frac_synth,0,
global_route,antenna_found_initial,4,
drt,wire_per_inst,14.75,um
timing,slew_headroom,0.5369,
setup_path,cpPeakStageDelay,0.70,ns
setup_path,worst_path_most_repeated_cell,fa_1,
timing,setup_viol,0,
drt,wl_met1,17.92,mm
synthesis,ys_types,60,
global_route,grt_max_degree,10,
cells_and_area,fin_cells,2632,
hold_path,worstHoldStart,inputMili[0],
setup_path,cp-startpoint,inputHours[8],
global_route,grt_pass1_vias,13670,
placement,io_buffers,127,
cells_and_area,drive_gt1_frac,0.003941,
setup_path,endpoint_kind,output port,
global_route,grt.total_usage,0.1888,
clocking,hold_buffers,0,
setup_path,worstPathArrival,15.55,ns
drt,wl_met3,2.161,mm
drt,routed_wl,38.82,mm
drt,wl_met2,18.50,mm
floorplan,core,45280,sq um
timing,timing.final.hold_violations,0,
timing,post-route-period-util,0.6843,
-- cells in the mapped netlist (12+ instances only) --
cell type,n,share of area
nor2b_1,13,0.0044
clkbuf_1,14,0.0029
o31ai_1,12,0.0049
o21a_1,19,0.0078
o21ai_0,29,0.0079
a31oi_1,12,0.0041
fa_1,382,0.42
ha_1,347,0.24
inv_1,480,0.098
nor2_1,48,0.0098
nand2_1,54,0.011
nand3_1,23,0.0063
buf_4,23,0.0094
xnor2_1,74,0.035
o21ai_1,24,0.0066
a21o_1,49,0.020
nand2b_1,14,0.0048
xor2_1,42,0.020
o21bai_1,14,0.0057
a21oi_1,114,0.031
-- layer usage --
metal | global-route usage | up-vias
li1 | - | 6382
met1 | 0.2938 | 6435
met2 | 0.3023 | 319
met3 | 0.03369 | 12
met4 | 0.005869 | 8
met5 | 0.005208 | -
-- critical path, delay by kind of cell --
| family | cells | cell delay [ns] |
|---|---|---|
| compound gates | 13 | 2.80 |
| xor+xnor | 2 | 0.32 |
| fa+ha+maj | 10 | 4.48 |
| buf+inv | 6 | 1.41 |
| simple gates | 1 | 0.12 |
-- cell families (layout without fill, tap and decap cells) --
| logic type | after synthesis | count (layout) | synth area share |
|---|---|---|---|
| multiplexers | 1 | 1 | 0.0005468 |
| XOR/XNOR | 116 | 116 | 0.05549 |
| other | 1 | 22 | 0.0002048 |
| buffers and inverters | 518 | 608 | 0.1110 |
| AND-OR/OR-AND | 333 | 333 | 0.1156 |
| adder cells (fa/ha/maj) | 729 | 729 | 0.6549 |
| AND/OR/NAND/NOR | 223 | 223 | 0.06233 |
-- worst max path at each step --
stage / slack [ns] / end / cells after the start
finish: 10.13 / outputMili[39] / 32
global route: 9.64 / outputMili[39] / 32
CTS: 10.13 / outputMili[39] / 32
-- layout by cell type (no fill, tap or decap), types with 4 or more instances in the layout --
cell type and count:
a21o_1 49, or4_1 4, a211o_1 6, fa_1 382, o21ai_0 29, a211oi_1 7
a31oi_1 12, xor2_1 42, nand4_1 10, or3_1 10, o21bai_1 14, inv_1 480
xnor2_1 74, nand2b_1 14, a2111oi_0 7, ha_1 347, nand3_1 23, o31ai_1 12
nor2b_1 13, a311oi_1 5, clkdlybuf4s50_1 127, nor2_1 48, and3_1 10, o21ai_1 24
nor4_1 7, nor3_1 11, o211ai_1 11, o21a_1 19, and2_1 4, nand2_1 54
conb_1 20, a21oi_1 114
-- stage by stage --
| stage | setup WS [ns] | util | instance area (sq um) | hold slack, ns |
|---|---|---|---|---|
| global placement | 10.23 | 0.4456 | 20180 | 12.84 |
| floorplan | 11.85 | - | 18380 | 12.91 |
| detailed placement | 10.19 | 0.4456 | 20180 | 12.84 |
| finish | 10.13 | 0.4457 | 20180 | 12.84 |
| CTS | 10.13 | 0.4456 | 20180 | 12.84 |
| global route | 9.636 | 0.4456 | 20180 | 12.84 |
-- layout make-up --
cell class	instances	area [sq um]
antenna	2	5.005
fill	4286	25100
inverter	480	1802
multi-input combinational	1422	16350
tap	600	750.7
timing repair buffer	128	1279
